--- flow/design.v ---
module decoder(input [4:1]x,output reg[15:0]y);
always @ *
 case(x)
 0:  y = 1;
 1:  y = 2;
 2:  y = 4;
 3:  y = 8;
 4:  y = 16;
 5:  y = 32;
 6:  y = 64;
 7:  y = 128;
 8:  y = 256;
 9:  y = 512;
 10:  y = 1024;
 11:  y = 2048;
 12:  y = 4096;
 13:  y = 8192;
 14:  y = 16384;
 15:  y = 32768;
 endcase
endmodule
module encoder(input [15:0]x,output reg[4:1]y);
always @ * 
 case(x)
 1:  y = 0;
 2:  y = 1;
 4:  y = 2;
 8:  y = 3;
 16:  y = 4;
 32:  y = 5;
 64:  y = 6;
 128:  y = 7;
 256:  y = 8;
 512:  y = 9;
 1024:  y = 10;
 2048:  y = 11;
 4096:  y = 12;
 8192:  y = 13;
 16384:  y = 14;
 32768:  y = 15;
 endcase
endmodule
`timescale 1ns / 1ps 
module stimulus;
 reg [4:1]x;
 reg [15:0]y;
 wire [4:1]p;
 wire [15:0]q;
 encoder uut1(y,p);
 decoder uut2(x,q);
 initial begin
  $dumpfile("p2.vcd");
  $dumpvars(0,stimulus); 
   $display("    Encoder \n");
   $display("Input                Encoded data\n"); 
  #0 y = 1;
  repeat(16)
   begin
     #10 $display("%16b     %4b\n",y,p); 
     y = y*2;
   end
  $display("\n   Decoder  \n");
  $display("Encoded data          Output\n");
  #0 x = 0;
  repeat(16)
   begin 
    #10 $display("%4b      %16b\n",x,q);
    x = x+1;
   end
 end
endmodule
--- flow/config.mk ---
export PLATFORM = sky130hd
export DESIGN_NAME = decoder
export DESIGN_NICKNAME = decoder
export VERILOG_FILES = /design/flow/design.v
export SDC_FILE = /design/flow/constraint.sdc
export NUM_CORES = 4
export LEC_CHECK = 1
export CORE_AREA = 10 10 70 70
export DIE_AREA = 0 0 80 80
--- flow/run.sh ---
#!/bin/bash
# OpenROAD 26Q1-2900-gdf79404cd8, Yosys 0.63+post, stock flow scripts
make -C /OpenROAD-flow-scripts/flow DESIGN_CONFIG=/design/flow/config.mk WORK_HOME=/design/flow/orfs finish
--- flow/constraint.sdc ---
current_design decoder

set clk_period 1.0
set clk_io_pct 0.2

create_clock -name clk0 -period $clk_period

set non_clock_inputs [all_inputs -no_clocks]
set_input_delay [expr $clk_period * $clk_io_pct] -clock clk0 $non_clock_inputs
set_output_delay [expr $clk_period * $clk_io_pct] -clock clk0 [all_outputs]
==> impl_report.txt <==
==== FLOW RESULTS ====
----------------------------------------------------
[Run status]
  Outcome ........................ complete, but fails checks
  Failing checks ........................ setup timing

[Job]
  OpenROAD warnings ........................ 34
  Max Cap Viol ........................ 0

[Global route]
  Largest net degree at the start of global routing ........................ 8
  Combined global-route utilization of all metal layers ........................ 0.0399
  Antenna violations before repair ........................ 0
  Global-route wire length before repair ........................ between 2 and 2.5 mm
  Total gr overflow ........................ 0
  Number of global-route vias before repair ........................ roughly 360

[Logic synthesis]
  Area of the mapped netlist ........................ 226 um^2
  Cell types occupying the most area after synthesis ........................ and4bb_2, nor4b_2, and4b_1
  Cell taking the most area after synthesis ........................ and4bb_2
  Count of distinct cell types in the synthesized netlist ........................ 6
  Sequential cell area fraction in the yosys report ........................ 0
  Warnings from Yosys ........................ 1
  Synthesized area per cell ........................ 11.3 um^2
  Max-area cell share ........................ 0.331
  Area figure in the yosys stat output ........................ between 200 and 250 um^2
  Top-count cell post-synth ........................ and4bb_2
  Cell count in the Yosys report ........................ 20
  Gate count after technology mapping ........................ 20
  Top post-synthesis cells by count ........................ and4bb_2, and4b_1, buf_4, nor4b_2

[Worst setup path]
  Capturing element type of the critical path ........................ output port
  Max FO, Critical Path ........................ 7
  Worst EP required ........................ about 0.8 ns
  Kind of start point of the critical path ........................ input pin
  Arr. time, crit path ........................ about 0.95 ns
  Critical Setup Path Class ........................ input pin to output port

[Final layout]
  Core Util, Final ........................ 0.207
  Clkbuf count ........................ 0
  Storage element area ........................ 0 um^2
  Number of flip-flops and latches ........................ 0
  Layout cells sized above 1 ........................ 0.911
  Final cell count without fillers ........................ 102
  Area delta synth->final ........................ 212%
  Fillers ........................ around 370

[STA]
  Share of the clock period used by the worst path ........................ 1.15
  Setup slack of the critical path after layout ........................ -0.153 ns
  Slew at the pin closest to its max-slew limit ........................ 0.199 ns
  Setup repair after global routing missed its margin ........................ yes
  Final worst path period need ........................ between 1 and 1.5 ns
  Final hold viol count ........................ 0
  Endpoints failing setup ........................ 13
  Max-Slew Margin vs Limit ........................ 0.867
  Highest clock frequency the design can meet ........................ between 0.8 and 0.9 GHz
  Final Max-Slew Violation Tally ........................ 0

[Power]
  Power density cells ........................ approximately 350 nW/um^2
  Maximum vdd ir drop ........................ around 0.13 mV
  Cell leakage power ........................ 0.339 nW

[Floorplan]
  Die boundary width ........................ approximately 80 um
  Vertical die dimension ........................ 80 um
  Pre-Place Util ........................ 0.0663
  Die ar. ........................ roughly 6400 um^2
  Number of top-level pins ........................ 20
  Rows ........................ 21
  Core area ........................ around 3400 um^2

[Detailed routing]
  Antenna diode count ........................ 0
  Routed wire per std cell ........................ roughly 14 um
  Number of vias in the routed layout ........................ 355
  First-pass iteration count of the detailed router ........................ 3
  DRC violation total after the first TritonRoute iteration ........................ 2
  Residual DRC ........................ 0
  Wire length after detailed routing ........................ about 1.4 mm
  Number of nets with antenna violations after detailed routing ........................ 0
  Vias per inst ........................ ~3.5

[Worst hold path]
  Worst hold-check path type ........................ input pin to output port
  Hold Path Stages ........................ 4

[Placement]
  Weighted congestion reported at the end of routability-driven placement ........................ 0.692
  I/O Buffers ........................ 20
  Number of cells after detailed placement ........................ roughly 86
  Hpwl dp ........................ between 600 and 700 um

[Clock tree]
  Total of hold buffers inserted after clock tree synthesis ........................ 0

----------------------------------------------------
[path summary, 6_finish.rpt]
kind | from | end
worst max-delay path | x[4] | y[2]
worst min-delay path | x[4] | y[1]
[routing by layer]
layer	vias to the layer above	global-route usage	part of all wire
met1	172	0.0692	0.57
li1	163	-	-
met3	0	0.0114	0.088
met5	-	0	0
met2	20	0.0465	0.34
met4	0	0	0
[per-stage QoR]
| step | power, mW | setup WS, ns | hold WS, ns | setup TNS (ns) | instance area, um^2 |
|---|---|---|---|---|---|
| after CTS | 0.213 | -0.135 | 0.750 | -0.988 | 649 |
| final | 0.244 | -0.153 | 0.754 | -1.06 | 707 |
| after floorplan | 0.0509 | 0.250 | 0.541 | 0 | 226 |
| after global routing | 0.260 | -0.180 | 0.771 | -1.47 | 707 |
| after detailed placement | 0.129 | -0.814 | 1.50 | -12.07 | 509 |
| after global placement | 0.128 | -0.789 | 1.50 | -12.02 | 509 |
[cell families after synthesis]
family / Yosys count / share of synthesized area
buffers and inverters: 4 / 0.133
AND/OR/NAND/NOR: 16 / 0.867
[area by class of cell]
class              count  area, um^2  area share
multi-input cells     16         240       0.340
well taps             46        57.6      0.0814
repair buffers        40         409       0.579
[critical path, cell delays in order]
cell	delay (ns)
buf_12	0.11
buf_16	0.13
buf_6	0.11
nor4b_4	0.26
buf_2	0.14
[power breakdown]
group          internal, mW  switching (mW)
sequential                0               0
combinational         0.158          0.0864
clock                     0               0
[cells in the final DEF, fill, tap and decap left out]
master and instances:
buf_12 3, and4_1 1, buf_8 3, nor4b_4 4, buf_2 16, buf_6 13
and4b_1 4, nor4_4 1, buf_4 3, buf_16 2, and4bb_2 6
[repair_timing]
item / CTS / global route
pin swaps: 13 / 8
setup endpoints to repair: 16 / 13
setup buffers: 11 / 1
resized: 88 / 9
cloned: 4 / 0
Power is estimated from default activity; no workload was simulated.
